File: ./config.mk
export PLATFORM = sky130hd
export DESIGN_NAME = alu
export DESIGN_NICKNAME = alu
export VERILOG_FILES = /design/flow/design.v
export SDC_FILE = /design/flow/constraint.sdc
export NUM_CORES = 4
export LEC_CHECK = 1
export CORE_UTILIZATION = 30
File: ./constraint.sdc
current_design alu

set clk_period 23.8
set clk_io_pct 0.2

create_clock -name clk0 -period $clk_period

set non_clock_inputs [all_inputs -no_clocks]
set_input_delay [expr $clk_period * $clk_io_pct] -clock clk0 $non_clock_inputs
set_output_delay [expr $clk_period * $clk_io_pct] -clock clk0 [all_outputs]
File: ./design.v
module alu (
    input_a, input_b,
    alu_function,
    alu_output, 
    zero
);
    input signed [31:0] input_a, input_b;
    input [2:0] alu_function;
    output [31:0] alu_output;
    output zero;
    assign zero = ~(|alu_output);
    assign alu_output = 
        (alu_function == 3'b000) ? input_a + input_b :
        (alu_function == 3'b001) ? input_a - input_b :
        (alu_function == 3'b010) ? input_a & input_b :
        (alu_function == 3'b011) ? input_a | input_b :
        (alu_function == 3'b100) ? input_a < input_b :
        (alu_function == 3'b101) ? input_a ^ input_b :
        32'b0;
endmodule
File: ./run.sh
#!/bin/bash
# OpenROAD 26Q1-2900-gdf79404cd8, Yosys 0.63+post, stock flow scripts
make -C /OpenROAD-flow-scripts/flow DESIGN_CONFIG=/design/flow/config.mk WORK_HOME=/design/flow/orfs finish
==> job_summary.md <==
### Yosys + OpenROAD results

| Metric | Value |
|---|---|
| Number of max-cap violations | `0` |
| Outcome | `complete, no violations` |
| Vias per cell | `5.870` |
| IO Count | `100` |
| PostCTS Resize Cnt | `0` |
| Top delay family on crit path | `simple AND/OR/NAND/NOR gates` |
| Met1 usage in global routing | `32.60%` |
| Via count | `6897` |
| First-iteration detailed-routing DRC count | `591` |
| I/O Buffers | `100` |
| Total GRT Usage | `21.81%` |
| Tool Warnings | `96` |
| Worst-path fanout max | `14` |
| Yosys cell count | `884` |
| Die Span X | `140.5 um` |
| Row cnt | `50` |
| Drt pass-1 iters | `5` |
| RSZ-0062 raised after global routing | `no` |
| Layout cell share with drive strength beyond 1 | `5.101%` |
| Post-route DRC violation count | `0` |
| Final GP Congestion | `1.007` |
| Core utilization at floorplan | `30.67%` |
| # hold bufs at CTS | `0` |
| P_leak | `0.002945 uW` |
| Vias in the first global route | `6243` |
| Max Fclk | `68.22 MHz` |
| Worst Path Required | `19040 ps` |
| Average wire per standard cell | `18.43 um` |
| Hold WS | `10580 ps` |
| Yosys cell types | `86` |
| Postcts setup bufs | `0` |
| Die area | `19740 sq um` |
| Worst VDD drop | `13.87 uV` |
| Final setup viols | `0` |
| CP arrival | `9900 ps` |
| Tcrit/Tclk final | `61.59%` |
| Clock buffer cells | `0` |
| Sequential area share after synthesis | `0%` |
| Flip-flops | `0` |
| Slowest stage delay, CP | `690 ps` |
| Final core utilization | `36.27%` |
| Synthesized area per cell | `6.511 sq um` |
| Post-DP HPWL | `17180 um` |
| PD cells | `24.51 nW/um^2` |
| Final WL | `21650 um` |
| Worst-margin pin slew | `750.0 ps` |
| Mapped Area | `5756 sq um` |
| GR Util met2 | `33.13%` |
| Final Slew Violations | `0` |
| Cells after Synth | `884` |
| Chip Area, Yosys | `5756 sq um` |
| Tmin final | `14660 ps` |
| Yosys warns | `0` |
| Storage element area | `0 sq um` |
| Total core area | `18770 sq um` |
| Hold Path Class | `in -> out` |
| Pin count of the biggest net entering global routing | `59` |
| Critical path buffers and inverters | `3` |
| Routed Antenna Nets | `0` |
| Setup crit end kind | `primary output` |
| # diodes | `0` |
| CP cell instances | `clkdlybuf4s50_1 > inv_1 > ha_1 > or4_1 > nor3_1 > o221a_2 > o31ai_2 > a31oi_1 > a21oi_1 > a21o_2 > or4_2 > or4_1 > nor3_2 > clkdlybuf4s50_1` |
| Startpoint types | `input port` |
| GR met3 Demand/Resource | `3.518%` |
| Initial antenna violation count | `0` |
| Remaining global-route overflow | `0` |
| First-pass GRT wire length | `34130 um` |
| Chip height | `140.5 um` |
| Highest-delay cell along the critical path | `or4_1` |
| Global routing's busiest layer | `met2` |
| Setup Crit Path Kind | `in -> out` |
| Setup TNS | `0 ps` |
| Fin. Hold Viols | `0` |
| Slew headroom | `50.00%` |
| P&R area growth vs syn | `18.28%` |
layout make-up:
| type | instances | area [sq um] |
|---|---|---|
| Tap cell | 234 | 292.8 |
| Timing Repair Buffer | 107 | 1039 |
| Fill cell | 2026 | 11960 |
| Multi-Input combinational cell | 726 | 5071 |
| Inverter | 108 | 405.4 |
synthesized netlist by cell type (3+ instances only):
master	n	share of area (%)
o31ai_1	16	2.1
or3_1	5	0.54
nor2b_1	8	0.87
a21o_1	6	0.78
o221ai_1	5	0.76
clkbuf_1	26	1.7
a221oi_1	3	0.46
ha_1	96	21
buf_2	11	0.96
o32ai_1	3	0.46
nor2_1	65	4.2
o22ai_1	21	2.3
o31a_1	5	0.76
clkbuf_8	6	1.4
or4_1	9	1.2
a31oi_1	10	1.1
a22oi_1	4	0.52
nand4_1	10	1.1
buf_1	3	0.20
o21bai_1	6	0.78
a311oi_1	5	0.76
nand2b_1	24	2.6
nand2_1	60	3.9
mux2i_1	12	2.1
o21a_1	12	1.6
inv_1	106	6.9
a21oi_1	122	11
nor4_1	8	0.87
nand3_1	14	1.2
o21ai_0	38	3.3
nor3b_1	3	0.39
o211ai_1	17	2.2
a221o_1	4	0.70
a211o_1	5	0.76
xnor2_1	11	1.7
nor3_1	23	2.0
and3_1	5	0.54
o221a_2	3	0.59
and2_1	3	0.33
or2_2	9	0.98
a211oi_1	17	2.2
o311ai_0	4	0.61
a2111oi_0	5	0.76
cells by family after synthesis:
family | Yosys count | synth area share (%)
AND/OR/NAND/NOR | 265 | 23.57
buffers and inverters | 158 | 11.98
XOR/XNOR | 11 | 1.674
multiplexers | 13 | 2.283
AND-OR/OR-AND | 339 | 38.94
adder cells (fa/ha/maj) | 98 | 21.57
final timing paths:
check	startpoint	endpoint	slack, ps	depth (start not counted)
setup / recovery	input_a[16]	zero	9140	14
hold / removal	alu_function[0]	alu_output[3]	10580	4
stage by stage:
step	worst slack, ps	power [uW]	cells	cell area, sq um
final	9142	166.9	1175	6808
after global routing	9012	182.3	1175	6808
after CTS	9230	164.1	1175	6808
after detailed placement	9256	163.0	1175	6808
after global placement	9269	164.3	1175	6808
after floorplan	11060	103.4	884	5756
power breakdown:
group | internal, uW | switching [uW]
clock | 0 | 0
combinational | 70.5 | 96.4
sequential | 0 | 0
total | 70.5 | 96.4
cell usage in the layout (no fill, tap or decap), drive strengths merged, types with 5 or more instances in the layout:
| cell type | count |
|---|---|
| clkdlybuf4s50 | 97 |
| nand4 | 10 |
| o311ai | 5 |
| or2 | 10 |
| mux2i | 12 |
| a21oi | 123 |
| nor2 | 67 |
| inv | 107 |
| or4 | 10 |
| buf | 10 |
| nand2 | 61 |
| o21a | 12 |
| a21o | 7 |
| and3 | 5 |
| a311oi | 5 |
| or3 | 6 |
| a211o | 7 |
| nand2b | 24 |
| xnor2 | 11 |
| o31ai | 17 |
| nor4 | 8 |
| o21bai | 6 |
| o31a | 5 |
| o211ai | 17 |
| nor2b | 8 |
| a2111oi | 5 |
| a221o | 5 |
| nand3 | 14 |
| o22ai | 21 |
| ha | 96 |
| o221ai | 5 |
| a31oi | 10 |
| nor3 | 24 |
| a211oi | 17 |
| o21ai | 38 |
per-layer routing:
| metal | wire [um] | part of all wire, % | vias up |
|---|---|---|---|
| li1 | - | - | 3363 |
| met1 | 10060 | 46 | 3167 |
| met2 | 9128 | 42 | 334 |
| met3 | 2014 | 9.3 | 33 |
| met4 | 450 | 2.1 | 0 |
| met5 | 0 | 0 | - |
Power is estimated from default activity; no workload was simulated.
