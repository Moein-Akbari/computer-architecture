==> design/flow/design.v <==
module memory (
    clk,
    reset,
    address,
    write_data,
    mem_write,
    read_data
);
    parameter SIZE = 256;
    reg [31:0] memory_data [0:SIZE-1];
    input clk, reset;
    input mem_write;
    input [31:0] address, write_data;
    wire [29:0] shifted_address;
    assign shifted_address = address[31:2];
    output [31:0] read_data;
    assign read_data = memory_data[shifted_address];
    integer i;  
    always @(posedge clk) begin
        if (reset) begin
            for (i = 0; i < SIZE; i = i + 1) begin
                memory_data[i] <= {32{1'b0}};
            end
        end else if (mem_write) begin
            memory_data[shifted_address] <= write_data;
        end
    end
endmodule
==> design/flow/run.sh <==
#!/bin/bash
# OpenROAD 26Q1-2900-gdf79404cd8, Yosys 0.63+post, stock flow scripts
make -C /OpenROAD-flow-scripts/flow DESIGN_CONFIG=/design/flow/config.mk WORK_HOME=/design/flow/orfs finish
==> design/flow/config.mk <==
export PLATFORM = sky130hd
export DESIGN_NAME = memory
export DESIGN_NICKNAME = memory
export VERILOG_FILES = /design/flow/design.v
export SDC_FILE = /design/flow/constraint.sdc
export NUM_CORES = 4
export LEC_CHECK = 1
export CORE_UTILIZATION = 50
export SYNTH_MEMORY_MAX_BITS = 65536
==> design/flow/constraint.sdc <==
current_design memory

set clk_period 71.0
set clk_io_pct 0.2

create_clock -name clk0 -period $clk_period [get_ports {clk}]

set non_clock_inputs [all_inputs -no_clocks]
set_input_delay [expr $clk_period * $clk_io_pct] -clock clk0 $non_clock_inputs
set_output_delay [expr $clk_period * $clk_io_pct] -clock clk0 [all_outputs]
==> Changelog: implementation <==
## Flow update

- Reg clk slew, reported paths: 0.06 ns
- Max reg flops: 8192
- Synth async-reset ratio: 0%
- Met3 Track Usage GR: 26.2%
- Clock Power Share: 39.6%
- Largest net degree at the start of global routing: 112
- Crit-path max FO: 54
- CTS resizes: 0
- Post-synthesis sequential element count: 8192
- P_sw: 0.00246 W
- Total GRT Usage: 34.0%
- Slew @ Worst Pin: 1.15 ns
- Status: complete, no violations
- Hold buffers post-CTS: 0
- Share of cells above drive strength 1: 20.9%
- Cell Area, Synth: 368000 um^2
- MI comb area: 114000 um^2
- Vias per inst: 5.83
- CTS tree: done
- Area leader share: 66.9%
- Final max-slew violation count: 0
- Ports: 99
- Max-capacitance violation count: 0
- Worst vdd rail ir drop: 0.0305 mV
- Largest reg by FF count: memory_data
- GRT met1 Usage: 42.0%
- Core area: 732000 um^2
- Largest regs: memory_data x8192
- Post-DRT Antenna Nets: 0
- Kind of end point of the critical path: output pin
- Mean area per synthesized cell: 15.9 um^2
- Port Buffers: 74
- Worst Hold Path Cells: 2
- Cell variety after synth: 21
- Filler Cells Inserted: 54700
- Fp_density: 50.2%
- Setup WS pre-CTS: 34.69 ns
- Hold_sp: write_data[5]
- Mapped Cells: 23200
- CTS Root Cell: clkbuf_16
- Wire per inst: 33.6 um
- Setup TNS: 0 ns
- CP Launch Type: input port
- First drt pass iteration count: 5
- Commonest cells post-synth: and2_1 (8195), edfxtp_1 (8192), clkbuf_1 (2139)
- Area delta synth->final: 10.7%
- Worst setup path class: input port to output pin
- Hold crit path type: input port to flop
- Tool warning count: 55
- CP required: 56.80 ns
- Cell type with the largest total area: edfxtp_1
- Final Cycle Share: 51.0%
- WHS Endpoint: memory_data[227][5]
- Yosys warns: 1
- Cts bufs inserted: 850
- RSZ-0062 raised after global routing: false
- PnR worst setup slack: 34.80 ns
- Die Ht: 859 um
- Slew HR: 23.4%
- Htree depth: 6
- Postcts setup bufs: 0
- Vias in the first global route: 210000
- Chip area: 739000 um^2
- Final Hold Fails: 0
- Combinational group share of total power: 7.5%
- Clock sinks: 8192
- Leakage power: 138 nW
- Vias post-DR: 194000
- Total congestion overflow: 0
- Yosys stat area: 368000 um^2
- Yosys stat cell total: 23200
- Sw frac: 23.2%
- Crit path DAT: 22.00 ns
- Most frequent cell after synthesis: and2_1
- FP Rows: 314
- Fmax: 0.0276 GHz
- Drt drc: 0
- Most Used Layer, Global Route: met2
- Seq/Total Area, Yosys: 66.9%
- HPWL after DPL: 658000 um
- Power Dens Cells: 26.0 nW/um^2
- Grt met2 use: 47.5%
- Pint: 0.00813 W
- Initial antenna violation count: 42
- Final WL: 1120000 um
- Sequential share of power: 52.9%
- Post-layout min period: 36.20 ns
- EDFF count, synth: 8192
- Register area: 246000 um^2
- First-pass GRT wire length: 1570000 um
- Main area contributors: edfxtp_1 (67%), and2_1 (14%), mux4_2 (13%)
- Longest Clk Path Bufs: 4
- Routability Congestion: 0.934
- Die X: 859 um
- Final setup violation count: 0
- Ys flop type: edfxtp_1
- Starting DRC count in detailed routing: 12100
power groups by stage:
stage,sequential [W],clock [W],combinational [W]
final,0.00561,0.00419,0.000793
after global routing,0.00563,0.00442,0.000835
after CTS,0.00561,0.00425,0.000793
per-stage QoR:
step | util, % | area, um^2 | cells | hold WS (ns) | power (W)
after floorplan | - | 368000 | 23200 | 14.58 | 0.00613
after global placement | 52.1 | 381000 | 31700 | 14.70 | 0.00649
after detailed placement | 52.1 | 381000 | 31700 | 14.70 | 0.00650
after CTS | 55.6 | 407000 | 33200 | 13.40 | 0.0106
after global routing | 55.6 | 407000 | 33200 | 13.45 | 0.0109
final | 55.6 | 407000 | 33300 | 13.46 | 0.0106
worst max-delay path by stage:
stage / from / endpoint / slack (ns)
final: address[2] / read_data[3] / 34.80
after global routing: address[2] / read_data[3] / 34.08
after CTS: address[2] / read_data[3] / 34.68
worst max-delay path: stages:
cell and delay, ns:
buf_16 0.31, buf_4 0.66, buf_4 0.55, buf_4 0.55, buf_4 0.59, buf_4 0.57
buf_4 0.52, buf_4 0.63, mux4_2 0.59, a22oi_1 0.42, a21oi_1 0.34, o41ai_2 0.31
buf_4 0.34, nand4_1 0.58, clkdlybuf4s50_1 0.62
per-layer routing:
layer	share of wire, %	wire length, um
met2	46	511000
met4	5.2	57700
met5	0.21	2390
met3	18	202000
met1	31	344000
area by class of cell:
cell class,instances,area share [%]
inverters,1,0.000922
flip-flops and latches,8192,60.4
repair buffers,1200,2.37
diodes,34,0.0209
multi-input cells,12500,27.9
clock buffers,1100,5.51
clock inverters,442,0.759
well taps,9796,3.01
cells in the final DEF, fill, tap and decap left out, types with 10 or more instances in the layout:
cell and instances:
and2_1 8192, edfxtp_1 8192, mux4_2 2048, buf_4 1105, a22oi_1 1024, clkbuf_16 860, a21oi_1 512, or2_2 256
nor2_2 246, clkinv_1 245, clkbuf_1 240, clkinv_2 118, o41ai_2 82, clkdlybuf4s50_1 39, nand4_1 36, diode_2 34
o41ai_1 34, buf_8 33, bufinv_16 28, buf_12 21, nand2_1 20, clkinv_8 19, inv_6 16, o41ai_4 12
nand3_4 12, inv_16 10
kinds of logic (layout without fill, tap and decap cells):
logic type | after synthesis | in the layout | synth area share [%]
AND-OR/OR-AND | 1664 | 1664 | 3.09
flip-flops | 8192 | 8192 | 66.9
multiplexers | 2048 | 2048 | 12.5
AND/OR/NAND/NOR | 8796 | 8796 | 14.8
other | 0 | 34 | 0
buffers and inverters | 2483 | 2743 | 2.66
Power figures rest on the tool's default switching activity, not on a simulated workload.
